**flow/run.sh**
```bash
#!/bin/bash
# OpenROAD 26Q1-2900-gdf79404cd8, Yosys 0.63+post, stock flow scripts
make -C /OpenROAD-flow-scripts/flow DESIGN_CONFIG=/design/flow/config.mk WORK_HOME=/design/flow/orfs finish
```
**flow/config.mk**
```make
export PLATFORM = sky130hd
export DESIGN_NAME = faceDrawer
export DESIGN_NICKNAME = faceDrawer
export VERILOG_FILES = /design/flow/design.v
export SDC_FILE = /design/flow/constraint.sdc
export NUM_CORES = 4
export LEC_CHECK = 1
export CORE_AREA = 10 10 70 70
export DIE_AREA = 0 0 80 80
```
**flow/constraint.sdc**
```tcl
current_design faceDrawer

set clk_period 1.3
set clk_io_pct 0.2

create_clock -name clk0 -period $clk_period

set non_clock_inputs [all_inputs -no_clocks]
set_input_delay [expr $clk_period * $clk_io_pct] -clock clk0 $non_clock_inputs
set_output_delay [expr $clk_period * $clk_io_pct] -clock clk0 [all_outputs]
```
**flow/design.v**
```verilog
module faceDrawer(clk, resetn, enable, location, colour_in, finished, x_out, y_out, colour_out, write_out);
	input		clk, resetn, enable;
	input	[3:0]	location;
	input	[2:0]	colour_in;
	output	reg	finished;
	output	[7:0]	x_out;
	output	[6:0]	y_out;
	output	[2:0]	colour_out;
	output	reg	write_out;
	reg	[7:0]	next_x;
	reg	[6:0]	next_y;
	reg	[7:0]	start_x;
	reg	[6:0]	start_y;
	always@(posedge clk)
	begin
		if (!resetn)
			begin
			next_x <= 8'd0;
			next_y <= 7'd0;
			write_out <= 1'b1;
			finished <= 1'b0;
			end
		else if (enable)
			begin
			if (next_x == 8'd35)
				begin
				if (next_y == 7'd35)
					begin
					write_out <= 1'b0;
					finished <= 1'b1;
					end
				else
					begin
					next_y <= next_y + 1'd1;
					next_x <= 8'd0;
					end
				end
			else 
				next_x <= next_x + 1'd1;
			end	
	end
	always@(location[3:0])
	begin
		next_x <= 8'd0;
		next_y <= 7'd0;
		write_out <= 1'b1;
		finished <= 1'b0;
	end
	always@(location[3:0])
	begin
		case(location[3:0])
			4'd0:	begin
				start_x = 8'd24;
				start_y = 7'd4;
					end
			4'd1:	begin
				start_x = 8'd62;
				start_y = 7'd4;
					end
			4'd2:	begin
				start_x = 8'd100;
				start_y = 7'd4;
					end
			4'd3:	begin
				start_x = 8'd24;
				start_y = 7'd42;
					end
			4'd4:	begin
				start_x = 8'd62;
				start_y = 7'd42;
					end
			4'd5:	begin
				start_x = 8'd100;
				start_y = 7'd42;
					end
			4'd6:	begin
				start_x = 8'd24;
				start_y = 7'd80;
					end
			4'd7:	begin
				start_x = 8'd62;
				start_y = 7'd80;
					end
			4'd8:	begin
				start_x = 8'd100;
				start_y = 7'd80;
					end
			default:begin
				start_x = 8'd4;
				start_y = 7'd24;
					end
		endcase	
	end	
	assign x_out = start_x + next_x;
	assign y_out = start_y + next_y;
	assign colour_out = colour_in;
endmodule
```
==> summary.json <==
{
  "logic_synthesis": {
    "synth.lib_cells_used.distinct": 19,
    "avg_synthesized_cell_area_sq_um": 7.562,
    "post_synth_inst_count": 46,
    "synth_warnings": 1,
    "synth.yosys.num_cells": 46,
    "ys_area_sq_um": 347.8,
    "yosys.stat.seqShare_pct": 0,
    "syn-cell-area_sq_um": 347.8
  },
  "critical_path": {
    "setup.worst_path.class": "primary input to output pin",
    "arrival_ps": 1080,
    "setup.worst_path.end_class": "output pin",
    "worstPathRequired_ps": 1040,
    "cp-start-kind": "primary input",
    "crit_path_max_fanout": 3
  },
  "final_timing": {
    "timing.setup.tns_ps": -111.6,
    "fin_worst_hold_slack_ps": 520.0,
    "share_of_the_cycle_needed_by_the_critical_path_after_routing_pct": 103.1,
    "fin_crit_ps": 1340,
    "finalSetupViolations": 4,
    "slew_violations": 0,
    "hold_violations": 0,
    "rsz_0062_raised_after_global_routing": "true",
    "fmax_mhz": 746.3,
    "final_critical_path_setup_slack_ps": -39.96
  },
  "route": {
    "drt_iter0_drc": 14,
    "detail_route.first_pass.iterations": 2,
    "drc_errors": 0,
    "sum_of_routed_wire_length_over_all_layers_um": 1153,
    "final_antenna_net_count": 0,
    "post_drt_via_cell_ratio": 3.106,
    "wire_per_inst_um": 10.20,
    "detailroute.via_count": 351,
    "detail_route.antenna_diodes": 0
  },
  "global_routing": {
    "antenna_violations_before_repair": 0,
    "global_route.usage.total_pct": 3.163,
    "first_global_vias": 368,
    "grt_first_pass_wirelength_um": 1725,
    "grt_start_max_net_pins": 9,
    "globalRouteOverflowTotal": 0
  },
  "placement": {
    "gp_congestion": 0.7645,
    "detailedPlacementHpwl_um": 861,
    "port-buffer-count": 16,
    "place_inst": 109,
    "dpl_worst_slack_ps": -978.9,
    "dpl_cell_area_sq_um": 554.3
  },
  "outcome": {
    "violations_in_the_final_reports": "setup timing",
    "run_status": "complete, but fails checks"
  },
  "power": {
    "power.share.combinational_pct": 100.0,
    "share_seq_of_total_power_pct": 0,
    "power_per_cell_area_nw_per_um2": 285.6,
    "cellLeakagePower_nw": 0.3069,
    "p_clk_share_pct": 0,
    "totalPowerFinal_uw": 191.2,
    "vdd.ir_drop.worst_mv": 0.05283,
    "sw_share_pct": 41.62,
    "cell_internal_pwr_uw": 111.6,
    "p_sw_uw": 79.57
  },
  "run": {
    "cap_viol_max_count": 0,
    "openroad.warnings": 42
  },
  "floorplan": {
    "fp.dieH_um": 80,
    "num_io_pins": 30,
    "initCoreUtil_pct": 10.18,
    "core_sq_um": 3416,
    "dieArea_sq_um": 6400,
    "die_x_um": 80,
    "floorplan.rows": 21
  },
  "layout": {
    "area_of_all_sequential_standard_cells_sq_um": 0,
    "final_common_cell": "sky130_fd_sc_hd__buf_2",
    "nClkBuffers": 0,
    "seq_cells": 0,
    "syn2layout_area_growth_pct": 92.45,
    "postLayoutCellArea_sq_um": 669.4,
    "finish.utilization_pct": 19.60,
    "stdcell_count": 113,
    "layout_top_cells": "sky130_fd_sc_hd__buf_2, sky130_fd_sc_hd__buf_6, sky130_fd_sc_hd__buf_4",
    "layout-drive-gt1-share_pct": 70.15
  },
  "clock_tree": {
    "cts.hold.buffers_added": 0
  },
  "worst_hold_path": {
    "hold_path_class": "primary input to output pin"
  }
}
## power by group through the flow
stage / combinational (mW) / sequential [mW] / clock, mW
finish: 0.191 / 0 / 0
global route: 0.210 / 0 / 0
CTS: 0.170 / 0 / 0
## final cells by class
| type | instances | area (sq um) |
|---|---|---|
| tap | 46 | 57.56 |
| multi-input combinational | 33 | 344.1 |
| timing repair buffer | 30 | 245.2 |
| fill | 378 | 2746 |
| inverter | 4 | 22.52 |
## cell families (layout without fill, tap and decap cells)
kind of cell / Yosys count / after routing / share of synthesized area, %
buffers and inverters: 16 / 34 / 32.37
other: 2 / 5 / 2.159
AND-OR/OR-AND: 9 / 9 / 19.06
multiplexers: 3 / 3 / 8.633
AND/OR/NAND/NOR: 10 / 10 / 16.19
adder cells (fa/ha/maj): 6 / 6 / 21.58
## critical path, stage by stage
cell	delay [ps]
sky130_fd_sc_hd__buf_8	100
sky130_fd_sc_hd__buf_6	120
sky130_fd_sc_hd__ha_4	160
sky130_fd_sc_hd__o21a_1	170
sky130_fd_sc_hd__o21a_1	160
sky130_fd_sc_hd__buf_2	110
## layer usage
metal	track usage, %	vias to the layer above	wire length, um
met5	0	-	0
met4	0	0	0
met3	0.9091	0	106
met2	6.100	12	616
met1	3.494	165	429
li1	-	174	-
## timing repair
item | 4_1_cts | 5_1_grt
setup buffers | 3 | 1
gates resized | 78 | 11
setup endpoints to repair | 12 | 10
pin swaps | 8 | 9
## worst paths after layout
| path | from | endpoint | slack (ps) | cells after the start |
|---|---|---|---|---|
| setup / recovery | location[0] | y_out[3] | -40 | 6 |
| hold / removal | colour_in[0] | colour_out[0] | 520 | 0 |
## synthesized netlist by cell type
cell type,count,area share [%]
sky130_fd_sc_hd__nor2b_1,1,1.8
sky130_fd_sc_hd__and2b_2,1,2.5
sky130_fd_sc_hd__o21a_1,3,6.5
sky130_fd_sc_hd__buf_6,2,6.5
sky130_fd_sc_hd__a21o_2,1,2.5
sky130_fd_sc_hd__buf_4,10,22
sky130_fd_sc_hd__o22ai_2,1,3.6
sky130_fd_sc_hd__ha_1,6,22
sky130_fd_sc_hd__mux2i_1,3,8.6
sky130_fd_sc_hd__o21ai_1,1,1.4
sky130_fd_sc_hd__nor3_1,1,1.4
sky130_fd_sc_hd__o21ai_0,2,2.9
sky130_fd_sc_hd__nand2_4,1,3.2
sky130_fd_sc_hd__inv_1,4,4.3
sky130_fd_sc_hd__nor2_1,2,2.2
sky130_fd_sc_hd__conb_1,2,2.2
sky130_fd_sc_hd__a211oi_1,1,2.2
sky130_fd_sc_hd__nand2b_1,1,1.8
sky130_fd_sc_hd__nand2_1,3,3.2
No activity file was given, so power comes from the tool's default toggle rates.
