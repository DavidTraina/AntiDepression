==> /design/flow/design.v <==
module scoreManager(clk, resetn, enable, increase_score, score_out);
	input			clk, resetn, enable, increase_score;
	output	reg	[15:0]	score_out;
	always@(posedge clk)
	begin
		if(!resetn || !enable) 
			score_out <= 16'd0;
		else if(increase_score)
			score_out <= score_out + 1'd1;
	end
endmodule
module displayScore(score_in, hex_disp_0, hex_disp_1, hex_disp_2, hex_disp_3);
	input	[15:0]	score_in;
	output	[6:0]	hex_disp_0, hex_disp_1, hex_disp_2, hex_disp_3;
	sevenSegment ss0(score_in[3:0]  , hex_disp_0);
	sevenSegment ss1(score_in[7:4]  , hex_disp_1);
	sevenSegment ss2(score_in[11:8] , hex_disp_2);
	sevenSegment ss3(score_in[15:12], hex_disp_3);
endmodule
module sevenSegment(num, segment);
	input	[3:0] num;
	output	[6:0] segment;
	assign segment[0] =  ~num[3] & ~num[2] & ~num[1] &  num[0] |  
			     ~num[3] &  num[2] & ~num[1] & ~num[0] |  
			      num[3] & ~num[2] &  num[1] &  num[0] |  
			      num[3] &  num[2] & ~num[1] &  num[0];   
	assign segment[1] =  ~num[3] &  num[2] & ~num[1] &  num[0] |  
			      num[3] &  num[2] &           ~num[0] |  
			      num[3] &            num[1] &  num[0] |  
			      num[2] &  num[1] & ~num[0];             
	assign segment[2] =  ~num[3] & ~num[2] &  num[1] & ~num[0] |  
			      num[3] &  num[2] &           ~num[0] |  
			      num[3] &  num[2] &  num[1];             
	assign segment[3] =  ~num[3] &  num[2] & ~num[1] & ~num[0] |  
			      num[3] & ~num[2] &  num[1] & ~num[0] |  
			               ~num[2] & ~num[1] &  num[0] |  
			                num[2] &  num[1] &  num[0];   
	assign segment[4] =            ~num[2] & ~num[1] &  num[0] |  
			     ~num[3] &  num[2] & ~num[1]           |  
			     ~num[3] &                      num[0];   
	assign segment[5] =   num[3] &  num[2] & ~num[1] &  num[0] |  
			     ~num[3] & ~num[2]           &  num[0] |  
			     ~num[3] & ~num[2] &  num[1]           |  
			     ~num[3] &            num[1] &  num[0];   
	assign segment[6] =  ~num[3] &  num[2] &  num[1] &  num[0] |  
			      num[3] &  num[2] & ~num[1] & ~num[0] |  
			     ~num[3] & ~num[2] & ~num[1];             
endmodule
==> /design/flow/run.sh <==
#!/bin/bash
# OpenROAD 26Q1-2900-gdf79404cd8, Yosys 0.63+post, stock flow scripts
make -C /OpenROAD-flow-scripts/flow DESIGN_CONFIG=/design/flow/config.mk WORK_HOME=/design/flow/orfs finish
==> /design/flow/config.mk <==
export PLATFORM = sky130hd
export DESIGN_NAME = displayScore
export DESIGN_NICKNAME = displayScore
export VERILOG_FILES = /design/flow/design.v
export SDC_FILE = /design/flow/constraint.sdc
export NUM_CORES = 4
export LEC_CHECK = 1
export CORE_AREA = 10 10 72 72
export DIE_AREA = 0 0 82 82
==> /design/flow/constraint.sdc <==
current_design displayScore

set clk_period 1.2
set clk_io_pct 0.2

create_clock -name clk0 -period $clk_period

set non_clock_inputs [all_inputs -no_clocks]
set_input_delay [expr $clk_period * $clk_io_pct] -clock clk0 $non_clock_inputs
set_output_delay [expr $clk_period * $clk_io_pct] -clock clk0 [all_outputs]
==> job_summary.md <==
### Metrics collected by this job

| Metric | Value |
|---|---|
| Status | finished with violations |
| Violated checks | negative setup slack |
| Crit path capture | hex_disp_0[3] |
| Iter 0 DRT Violations | 29 |
| YS chip area | 795 um^2 |
| Global router's overall resource usage | 9.37% |
| GRT overflow | 0 |
| Top-level I/O count | 44 |
| Setup crit end kind | output port |
| Placed Cells | 252 |
| Setup slack at placement | -0.981 ns |
| Worst Hold Class | primary input to output port |
| P_leak | 0.000914 uW |
| Max-Cap Viols | 0 |
| Max-slew violations | 0 |
| Fin crit period | 1.27 ns |
| Post-Syn Area | 795 um^2 |
| Distinct cell type count after synthesis | 35 |
| First-pass DRT Iterations | 4 |
| Synth top area cells | a21oi_1, nand2_1, buf_2 |
| Most frequent logic cell in the layout | buf_2 |
| Synthesis-to-finish area growth | 140% |
| FFs & Latches | 0 |
| Final tally of setup violations | 12 |
| Startpoint types | primary input |
| Hold_buf cts | 0 |
| Vias | 1286 |
| Vias in the first global route | 1188 |
| Die Y | 82 um |
| IO Port Bufs | 44 |
| Die width | 82 um |
| Worst EP required | 0.96 ns |
| Total wire length | 3270 um |
| Final Instance Area | 1910 um^2 |
| Logic area | 881 um^2 |
| Die area | 6720 um^2 |
| Critical Path Source | score_in[2] |
| Top Layout Cells | buf_2, buf_4, buf_6 |
| Largest area contributor in the netlist | a21oi_1 |
| Area leader share | 8.82% |
| Tally of filler cells in the layout | 327 |
| Antenna cell count | 0 |
| RePlAce Congestion | 0.793 |
| Routed Antenna Nets | 0 |
| Design Power | 676 uW |
| Finished Layout Cells | 269 |
| Final hold viol count | 0 |
| CLK BUF | 0 |
| Critical path class | primary input to output port |
| Least-Margin Pin Slew | 0.248 ns |
| Sequential cell area | 0 um^2 |
| Critical Path Fanout Max | 5 |
| Drt drc | 0 |
| DP Area | 1520 um^2 |
| Power per cell area | 354 nW/um^2 |
| Max IR drop VDD | 0.160 mV |
| Detailed Place HPWL | 2220 um |
| Fin crit share | 106% |
| Wirelength per Cell | 12.2 um |
| PnR worst setup slack | -0.0699 ns |
| Drt via density | 4.78 |
| Fraction of layout cells with a size suffix above 1 | 64.3% |
| CP Data Arrival Time | 1.03 ns |
| Mean area per synthesized cell | 5.93 um^2 |
| Largest net degree at the start of global routing | 11 |
| First-pass GRT wire length | 5420 um |
| Core footprint | 3690 um^2 |
| Initial antenna violation count | 0 |
| Unrepaired setup endpoints after global routing | true |
| Syn. warnings | 0 |
| Relative slew slack | 83.2% |
| Max frequency | 787 MHz |
| # Cells Yosys | 134 |
| Row count | 22 |
| FP Util | 21.5% |
| Synth Seq Share | 0% |
| Mapped Cells | 134 |
| OpenROAD warning count | 34 |
-- final cells by class --
type,count,share of cell area (%)
tap,48,3.15
multi-input combinational,113,46.2
timing repair buffer,103,49.6
inverter,5,1.11
-- power by group --
group | internal [uW] | switching, uW | total (uW)
Clock | 0 | 0 | 0
Sequential | 0 | 0 | 0
Combinational | 417 | 259 | 676
-- how the worst min path moves through the flow --
stage | startpoint | to | slack [ns] | cells past startpoint
global route | score_in[4] | hex_disp_1[4] | 0.78 | 3
CTS | score_in[3] | hex_disp_0[5] | 0.78 | 3
finish | score_in[4] | hex_disp_1[4] | 0.77 | 3
-- metrics by stage --
step	utilization (%)	hold WS [ns]	TNS, ns
after global routing	51.7	0.782	-1.16
final	51.7	0.771	-0.456
after global placement	41.3	1.51	-23.07
after CTS	49.6	0.780	-0.446
after floorplan	-	0.566	0
after detailed placement	41.3	1.52	-23.09
-- cells by family after synthesis --
logic type	Yosys count	share of synthesized area (%)
XOR/XNOR	3	3.31
AND/OR/NAND/NOR	65	47.1
adder cells (fa/ha/maj)	1	1.42
AND-OR/OR-AND	44	34.8
buffers and inverters	21	13.4
-- worst max-delay path, stage by stage --
cell and delay (ns):
buf_8 0.10, buf_6 0.11, buf_6 0.11, buf_6 0.12, a211oi_2 0.17, a21oi_1 0.06, buf_2 0.11
-- metal layers --
metal / wire [um] / share of wire (%) / track usage (%)
met3: 156 / 4.8 / 1.21
met4: 0 / 0 / 0
met1: 1470 / 45 / 12.3
met5: 0 / 0 / 0
met2: 1650 / 50 / 16.9
-- cells in the mapped netlist --
cell       instances
nor2b_1            5
and2_0             1
o31a_1             2
inv_1              3
nor3b_1            5
nand2_1           15
o21ai_1           10
nand4_1            1
and3b_1            3
or3_1              2
xor2_1             2
nor4b_1            2
nand2b_1           7
xnor2_1            1
o211ai_1           3
o21ai_0            1
a211oi_1           2
clkbuf_1           3
a311o_1            2
maj3_2             1
buf_2             10
a21oi_1           14
inv_2              2
nand3b_1           2
a22o_1             3
nand3_1            8
a22oi_1            1
o32ai_1            1
buf_4              2
nor2_1             8
nand4b_1           5
o22ai_1            4
or4_1              1
o2bb2ai_1          1
buf_6              1
-- repair_timing --
item / 4_1_cts / 5_1_grt
pin swaps: 42 / 19
cloned: 5 / 0
setup endpoints to repair: 28 / 22
setup buffers: 11 / 3
gates resized: 243 / 18
Power and IR drop assume default switching activity.
